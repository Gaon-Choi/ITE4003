## config.mk

```make
export PLATFORM = sky130hd
export DESIGN_NAME = circular_fifo_rev1
export DESIGN_NICKNAME = circular_fifo_rev1
export VERILOG_FILES = /design/flow/design.v
export SDC_FILE = /design/flow/constraint.sdc
export NUM_CORES = 4
export LEC_CHECK = 1
export CORE_AREA = 10 10 111 111
export DIE_AREA = 0 0 121 121
```

## constraint.sdc

```tcl
current_design circular_fifo_rev1

set clk_period 2.9
set clk_io_pct 0.2

create_clock -name clk0 -period $clk_period [get_ports {clk}]

set non_clock_inputs [all_inputs -no_clocks]
set_input_delay [expr $clk_period * $clk_io_pct] -clock clk0 $non_clock_inputs
set_output_delay [expr $clk_period * $clk_io_pct] -clock clk0 [all_outputs]
```

## design.v

```verilog
`timescale 1 ns / 1 ps
module circular_fifo_rev1
    #(  parameter   DATA_WIDTH  =   8,
        parameter   ADDR_WIDTH  =   2,
        parameter   RAM_DEPTH   =   1<< ADDR_WIDTH )  
(
    input                               clk,			 
    input                               reset,		 
    input                               wr_cs,		 
    input                               rd_cs,		 
    input           [DATA_WIDTH-1:0]    data_in,	 
    input										rd_en,       
    input                               wr_en,		 
    output  reg     [DATA_WIDTH-1:0]    data_out,    
    output  wire                        full,        
    output  wire                        empty,        
	 output wire [ADDR_WIDTH:0]			 data_counter_out,
	 output wire [ADDR_WIDTH-1:0]   		 wr_pointer_out, 
	 output wire [ADDR_WIDTH-1:0]   		 rd_pointer_out 	
);
reg     [ADDR_WIDTH-1:0]    wr_pointer;              
reg     [ADDR_WIDTH-1:0]    rd_pointer;              
reg     [DATA_WIDTH-1:0]    memory [0:RAM_DEPTH-1];  
reg     [ADDR_WIDTH:0]      data_counter;            
assign  full        =   ( data_counter == ( RAM_DEPTH ) ) ? 1'b1 : 1'b0;   
assign  empty       =   ( data_counter == 1'b0 ) ? 1'b1 : 1'b0;            
assign data_counter_out = data_counter;
assign wr_pointer_out = wr_pointer;
assign rd_pointer_out = rd_pointer;
always @ ( posedge clk or posedge reset )
begin: WRITE_POINTER
    if ( reset )                                    
    begin
        wr_pointer  <=  'd0;                        
    end
    else 
    begin
        if ( wr_cs && wr_en && !full  )  
            wr_pointer  <=  wr_pointer + 'd1;  
        else 
        	wr_pointer 	<=	wr_pointer;
    end
end
always @ ( posedge clk or posedge reset )
begin: READ_POINTER
    if ( reset )
    begin
        rd_pointer  <=  'd0;    
    end
    else
    begin
        if ( rd_cs && rd_en && !empty   )   
            rd_pointer  <=  rd_pointer + 'd1;
        else 
        	rd_pointer 	<=	rd_pointer;      
    end
end
always @ ( posedge clk )
begin: DATA_WRITE
    if ( wr_cs && wr_en && (  data_counter != RAM_DEPTH  )   )
		memory[wr_pointer] <= data_in;
    else 
    	memory[wr_pointer] <= memory[wr_pointer]; 
end
always @ ( posedge clk )
begin: DATA_READ
    if ( rd_cs && rd_en ) 
        data_out <= memory[rd_pointer];
    else
        data_out <= 'hx; 
end
always @ ( posedge clk or posedge reset )
begin: DATA_COUNTER
    if ( reset )   
    begin
        data_counter    <=  'd0;
    end
    else
    begin
        if (!( wr_cs && wr_en ) && ( rd_cs && rd_en ) && !empty)           
            data_counter <= data_counter - 1;
        else if ( ( wr_cs && wr_en ) && ! ( rd_cs && rd_en ) && ( data_counter != RAM_DEPTH  )   )     
            data_counter <= data_counter + 1;
        else
            data_counter <= data_counter;
    end
end
endmodule
```

## run.sh

```bash
#!/bin/bash
# OpenROAD 26Q1-2900-gdf79404cd8, Yosys 0.63+post, stock flow scripts
make -C /OpenROAD-flow-scripts/flow DESIGN_CONFIG=/design/flow/config.mk WORK_HOME=/design/flow/orfs finish
```

==> ds_physical_params.txt <==
Physical design parameters

Parameter                              Value

Outcome
  Outcome .................. finished, final reports clean

Power
  Pwr per Cell Area .................. 849 nW/um2
  Worst-case vdd ir drop .................. 225 uV
  Leakage .................. 0.799 nW

Global route
  Total routing usage reported by global routing .................. 0.0429
  Via count of the first global-routing pass .................. 918
  Global-route wire length before repair .................. 4.94 mm
  Total gr overflow .................. 0
  Initial antenna violation count .................. 0
  Pin count of the biggest net entering global routing .................. 17

Clock network
  Inserted Clock Buffers .................. 5
  Number of buffers between clock root and the deepest sink .................. 2
  TritonCTS clock tree .................. built
  CTS clk-pin slew, worst paths .................. 0.08 ns
  Setup Buffers After CTS .................. 0
  Clk latency late pin .................. 0.30 ns
  CTS H-tree depth .................. 2
  Quantity of hold-fixing buffers added after cts .................. 0
  CTS Root Cell .................. clkbuf_8
  Clock sink count .................. 47
  Number of instances resized during post-cts repair .................. 0

Die
  Area of the core .................. 9860 um2
  Number of rows created at floorplan .................. 36
  Floorplan Utilization .................. 0.182
  Die area .................. 14600 um2
  Number of primary I/O pins .................. 31
  Die span in y .................. 121 um
  Die width .................. 121 um

STA
  Fin crit share .................. 0.765
  Sum of negative setup slack .................. 0 ns
  Clock skew .................. 0.00836 ns
  Clock period minus final worst setup slack .................. 2.22 ns
  RSZ-0062 raised after global routing .................. no
  Count of endpoints failing hold in the final timing report .................. 0
  Minimum setup slack in the final design .................. 0.682 ns
  Worst Max-Slew Pin Slew .................. 0.453 ns
  Max-slew violation total from the final report .................. 0
  Final setup fails .................. 0
  Fmax .................. 451 MHz
  Worst hold margin .................. 0.503 ns
  Worst slew margin relative to its limit .................. 0.698

Synthesis
  #FFs+latches synth .................. 47
  Instance count of the mapped netlist .................. 95
  Sequential element share of the synthesized area .................. 0.724
  Cell count listed in synth_stat.txt .................. 95
  Total number of yosys warnings .................. 1
  Number of different library cells in the post-synthesis netlist .................. 28
  Mapped Avg Cell Area .................. 18.8 um2
  YS chip area .................. 1790 um2
  Netlist area before placement .................. 1790 um2

Min path
  Type of the tightest min-delay check .................. in -> async

Placement
  Number of placed instances with taps included .................. 257
  PortBufs .................. 30
  Placement Setup Slack .................. 0.358 ns
  HPWL after detailed placement .................. 2.29 mm
  Final weighted congestion in routability-driven placement .................. 0.745

Cells and area
  Synthesis-to-finish area growth .................. 30.7%
  Share of cells above drive strength 1 .................. 0.205
  Number of standard cells in the final layout excluding fillers .................. 265

Routing
  DR DRC count .................. 0
  Routed length per instance .................. 11.8 um
  Number of DRC violations after detailed-routing iteration 0 .................. 45
  Post-detailed-route via-to-cell ratio .................. 3.34
  Via count of the routed design .................. 886
  Final ANT Viol Nets .................. 0
  1st-pass router iterations .................. 4
  Final wirelength .................. 3.13 mm
  Ant diodes .................. 0

Critical path
  Start point of the critical path .................. rd_cs
  Sort of element at the start of the critical path .................. input pin
  Required time of the critical path .................. 3.06 ns
  Crit. End Element .................. flip-flop
  CP max FO .................. 4
  Critical Path Sink .................. data_counter[2]
  Critical path start-end classification .................. in -> reg
  Endpoint of the lowest-slack register-to-register path .................. data_counter[2]
  Path depth of the worst reg2reg path .................. 6
  Critical Path AT .................. 2.38 ns
  Reg2reg setup slack .................. 1.03 ns
  R2R Path Start .................. data_counter[2]

Flow run
  Tool warning count .................. 28
  # Max-Cap Violations .................. 0
## power breakdown
group	internal, W	total (W)	switching, W
clock	0.000174	0.000397	0.000223
combinational	0.000405	0.000604	0.000199
sequential	0.000877	0.000986	0.000109
## synthesized netlist by cell type
cell type | count | share of area
fa_1 | 1 | 0.011
buf_6 | 1 | 0.0063
nor2_2 | 1 | 0.0035
and2_4 | 1 | 0.0049
inv_1 | 5 | 0.010
mux2_4 | 1 | 0.0084
nand3_1 | 1 | 0.0028
nand4_1 | 1 | 0.0035
clkbuf_2 | 1 | 0.0028
xnor2_1 | 2 | 0.0098
o311ai_0 | 2 | 0.0098
mux4_2 | 8 | 0.10
dfrtp_1 | 7 | 0.098
xor2_1 | 3 | 0.015
o21ai_0 | 2 | 0.0056
nand2_1 | 2 | 0.0042
or3_1 | 1 | 0.0035
nor3_1 | 1 | 0.0028
nor2_1 | 1 | 0.0021
and2_2 | 4 | 0.017
nand2_2 | 1 | 0.0035
dfxtp_1 | 8 | 0.089
edfxtp_1 | 32 | 0.54
nor2_4 | 1 | 0.0063
o211ai_1 | 1 | 0.0042
nand2_4 | 1 | 0.0063
ha_1 | 4 | 0.028
a22oi_1 | 1 | 0.0042
## per-layer routing
| layer | share of wire | track usage | vias to the layer above |
|---|---|---|---|
| li1 | - | - | 427 |
| met1 | 0.40 | 0.0524 | 429 |
| met2 | 0.49 | 0.0667 | 25 |
| met3 | 0.098 | 0.0241 | 5 |
| met4 | 0.018 | 0.00679 | 0 |
| met5 | 0 | 0 | - |
## layout by cell type, fill, tap and decap left out, drive strengths merged
master and n:
a22oi 1, and2 5, buf 1, clkbuf 5, clkdlybuf4s50 30, clkinv 1, dfrtp 7, dfxtp 8
edfxtp 32, fa 1, ha 4, inv 7, mux2 1, mux4 8, nand2 4, nand3 1
nand4 1, nor2 3, nor3 1, o211ai 1, o21ai 2, o311ai 2, or3 1, xnor2 2
xor2 3
## area by class of cell
| class | count | area [um2] |
|---|---|---|
| fill | 985 | 7520 |
| sequential | 47 | 1300 |
| multi-input combinational | 41 | 459 |
| timing repair buffer | 31 | 308 |
| tap | 133 | 166 |
| clock buffer | 5 | 68.8 |
| clock inverter | 3 | 22.5 |
| inverter | 5 | 18.8 |
## flip-flops by register name, indices dropped and copies added, names as in the netlist
name	cells
data_counter	3
wr_pointer	2
data_out	8
memory	32
rd_pointer	2
## worst max-delay path: stages
cell,delay (ns)
clkdlybuf4s50_1,0.49
nand2_2,0.10
nor2_1,0.21
nand2_1,0.10
fa_1,0.41
o311ai_0,0.32
o311ai_0,0.17
## kinds of logic (layout without fill, tap and decap cells)
| logic type | after synthesis | after routing | share of synthesized area |
|---|---|---|---|
| flops | 47 | 47 | 0.724 |
| buf+inv | 7 | 44 | 0.0196 |
| xor+xnor | 5 | 5 | 0.0245 |
| mux | 9 | 9 | 0.109 |
| fa+ha+maj | 5 | 5 | 0.0391 |
| simple gates | 16 | 16 | 0.0601 |
| compound gates | 6 | 6 | 0.0238 |
## metrics by stage
stage	power [W]	area, um2	util
floorplan	0.00128	1790	-
global placement	0.00162	2250	0.228
detailed placement	0.00163	2250	0.228
CTS	0.00203	2340	0.237
global route	0.00213	2340	0.237
finish	0.00199	2340	0.237
## worst min path at each step
stage                     end  start  cells past startpoint  slack, ns
finish        data_counter[0]  reset                      2       0.50
global route  data_counter[0]  reset                      2       0.52
CTS           data_counter[0]  reset                      2       0.50
Power figures rest on the tool's default switching activity, not on a simulated workload.
