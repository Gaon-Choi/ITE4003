==> flow/design.v <==
`timescale 1ns/1ps
module FIR_Filter_pipe(clock, reset, data_in, data_out);
	input clock, reset;
	input signed [11:0] data_in;
	output signed [11:0] data_out;
	reg signed [11:0] data_out;
	reg signed [11:0] p3, p2, p1;
	reg signed [11:0] t3, t2, t1;
	always @(posedge clock or negedge reset) begin
		if(!reset) begin
			p3 <= 12'd0;
			p2 <= 12'd0;
			p1 <= 12'd0;
			data_out <= 12'd0;
			t1 <= 12'd0;
			t2 <= 12'd0;
			t3 <= 12'd0;
		end
		else begin
			p3 <= data_in;
			p2 <= p3;
			p1 <= p2;
			t3 <= p3 * 2;
			t2 <= p2 * 4;
			t1 <= p1 * 6;
			data_out <= t1 + (t2 + t3);
		end
	end
endmodule
==> flow/run.sh <==
#!/bin/bash
# OpenROAD 26Q1-2900-gdf79404cd8, Yosys 0.63+post, stock flow scripts
make -C /OpenROAD-flow-scripts/flow DESIGN_CONFIG=/design/flow/config.mk WORK_HOME=/design/flow/orfs finish
==> flow/config.mk <==
export PLATFORM = sky130hd
export DESIGN_NAME = FIR_Filter_pipe
export DESIGN_NICKNAME = FIR_Filter_pipe
export VERILOG_FILES = /design/flow/design.v
export SDC_FILE = /design/flow/constraint.sdc
export NUM_CORES = 4
export LEC_CHECK = 1
export CORE_UTILIZATION = 50
==> flow/constraint.sdc <==
current_design FIR_Filter_pipe

set clk_period 4.2
set clk_io_pct 0.2

create_clock -name clk0 -period $clk_period [get_ports {clock}]

set non_clock_inputs [all_inputs -no_clocks]
set_input_delay [expr $clk_period * $clk_io_pct] -clock clk0 $non_clock_inputs
set_output_delay [expr $clk_period * $clk_io_pct] -clock clk0 [all_outputs]
==> flow_summary.yaml <==
# flow metrics
outcome:
  status: "finished clean"
critical_path:
  startpoint_type: "flip-flop"
  cp.required_ns: 4.42
  worstSetupEndpointType: "flip-flop"
  critPathArrivalTime_ns: 2.66
  cp_max_fo: 5
  crit_type: "flip-flop to flip-flop"
clocking:
  postCtsSetupBuffers: 0
  clock-sinks: 55
  clock_latency_ns: 0.30
  cts_resized: 0
  numCtsBuffers: 5
  clock-root-buffer: "clkbuf_8"
  clkTransAtPathRegs_ns: 0.09
  htreeDepth: 2
  ctsHoldBuffers: 0
  clock_path_buffers: 2
  cts_tree: "built"
final_timing:
  final.min_clock_period_ns: 2.445
  relSlewSlack: 0.5670
  rsz0062_at_grt: "no"
  setup_violations: 0
  hold_viol_final: 0
  fmax_mhz: 409.0
  worstMarginPinSlew_ns: 0.6494
  post-route-period-util: 0.5822
  finClkSkew_ns: 0.009301
  tns_ns: 0
  drv_slew: 0
drt:
  antenna_cells: 0
  wl_met1_mm: 1.669
  first_pass_iters: 4
  totalWireLength_mm: 3.112
  num_vias: 1255
  ant_nets: 0
  wl_met2_mm: 1.279
  remaining_drc_errors: 0
  wl_per_cell_um: 12.40
  viasPerCell: 5.000
  wl_met3_um: 118
  highest_layer: "met4"
  drtIter0Drc: 16
grt:
  grt_pass1_wl_mm: 5.568
  grt_max_degree: 56
  grt_use_total: 0.1437
  antenna_found_initial: 0
  grt_pass1_vias: 1217
  overflow: 0
logic_synthesis:
  syn_inst: 166
  synth_flop_count: 55
  synth.avg_cell_area_um2: 14.68
  synth.top_cell.area_share: 0.5650
  yosysWarnings: 1
  yosys_area_um2: 2436
  ys_cells: 166
  area_leaders: "dfrtp_1, ha_1, fa_1"
  synth_cell_type_count: 27
  syn_area_um2: 2436
  synth_top_cell_by_area: "dfrtp_1"
  seq_area_frac_synth: 0.5650
floorplanning:
  die_height_um: 71.80
  die_w_um: 71.80
  rows: 25
  core_area_um2: 4692
  io-pin-count: 26
  die_area_um2: 5155
  fp_util: 0.5192
placed_design:
  dp_hpwl_mm: 2.373
  gp_congestion: 0.8256
  numPortBuffers: 23
job:
  max_cap_viol_count: 0
  warnings: 26
pwr:
  p_per_area_nw_per_um2: 539.6
  total_power_mw: 1.544
  peakVddDrop_v: 0.0003041
  power_leakage_nw: 1.300
finish:
  drive_gt1_frac: 0.08122
  layout_top_cell: "dfrtp_1"
  final_cell_mix: "dfrtp_1, ha_1, clkdlybuf4s50_1, xnor2_1, fa_1"
  area_growth_pct: 17.46
min_path:
  min_path_type: "flip-flop to flip-flop"
[registers in the layout, indices dropped and copies added, names as in the netlist]
register / flops
data_out: 11
p1: 11
p2: 11
p3: 11
t1: 11
[critical path: stages (launching register included)]
cell and delay (ns):
dfrtp_1 0.44, fa_1 0.47, ha_1 0.38, and3_4 0.20, a2111oi_4 0.43, o21ai_1 0.13, a21oi_1 0.19, xnor2_1 0.14
[final cells by class]
class                      instances  area (um^2)
multi-input combinational        101         1018
clock inverter                     2        60.06
clock buffer                       6        72.57
inverter                           9        33.78
tap                               54        67.56
timing repair buffer              24        232.7
sequential                        55         1376
fill                             369         1831
[worst paths after layout]
path | start | endpoint | slack (ns) | cells after the start
max reg2reg | p1[4] | data_out[11] | 1.75 | 7
min in group asynchronous | reset | t1[9] | 0.65 | 2
min reg2reg | p3[9] | p2[9] | 0.35 | 0
max in group asynchronous | reset | t1[3] | 3.12 | 2
max | p1[4] | data_out[11] | 1.75 | 7
min | p3[9] | p2[9] | 0.35 | 0
[per-stage QoR]
stage	utilization	setup WS (ns)	hold slack (ns)	instance area [um^2]	instances
after global placement	0.5816	1.785	0.3332	2729	243
after floorplan	-	1.943	0.3312	2436	166
after detailed placement	0.5816	1.769	0.3347	2729	243
after CTS	0.6099	1.734	0.3563	2861	251
final	0.6099	1.755	0.3543	2861	251
after global routing	0.6099	1.638	0.3629	2861	251
[kinds of logic after synthesis]
kind of cell / after synthesis / synth area share
compound gates: 24 / 0.07807
xor+xnor: 20 / 0.07191
fa+ha+maj: 38 / 0.2291
buf+inv: 10 / 0.01695
flops: 55 / 0.5650
other cells: 1 / 0.001539
simple gates: 18 / 0.03749
[synthesized netlist by cell type, drive strengths merged]
cell type	instances
dfrtp	55
ha	27
xnor2	17
fa	11
inv	9
a21oi	8
nor2	7
nand3	5
o21bai	4
a21o	3
xor2	3
and3	2
nand2	2
o211ai	2
o21ai	2
o41ai	2
a2111oi	1
a41o	1
and2	1
buf	1
conb	1
nor3	1
o21a	1
[metal layers]
| layer | vias to the layer above | GRT usage |
|---|---|---|
| met4 | 0 | 0.02179 |
| met1 | 604 | 0.2704 |
| li1 | 620 | - |
| met5 | - | 0 |
| met3 | 5 | 0.02853 |
| met2 | 26 | 0.1866 |
[power breakdown]
group          switching (mW)  internal [mW]  leakage [nW]
registers              0.0332          0.620         0.641
logic                   0.213          0.288         0.594
clock network           0.152          0.238        0.0654
Power figures rest on the tool's default switching activity, not on a simulated workload.
