### ./design.v
`timescale 1 ns / 1 ps
module non_circular_fifo_rev1
    #(  parameter   DATA_WIDTH  =   8,
        parameter   ADDR_WIDTH  =   2,
        parameter   RAM_DEPTH   =   1<< ADDR_WIDTH )  
(
    input                               clk,			 
    input                               reset,		 
    input                               wr_cs,		 
    input                               rd_cs,		 
    input           [DATA_WIDTH-1:0]    data_in,	 
    input										rd_en,       
    input                               wr_en,		 
    output  reg     [DATA_WIDTH-1:0]    data_out,    
    output  wire                        full,        
    output  wire                        empty,        
	 output wire [ADDR_WIDTH:0]			 data_counter_out,
	 output wire [ADDR_WIDTH-1:0]   		 wr_pointer_out, 
	 output wire [ADDR_WIDTH-1:0]   		 rd_pointer_out 	
);
reg     [ADDR_WIDTH-1:0]    wr_pointer;              
reg     [ADDR_WIDTH-1:0]    rd_pointer;              
reg     [DATA_WIDTH-1:0]    memory [0:RAM_DEPTH-1];  
reg     [ADDR_WIDTH:0]      data_counter;            
reg                         wr_full;                 
assign  full        =   ( data_counter == ( RAM_DEPTH ) ) ? 1'b1 : 1'b0;   
assign  empty       =   ( data_counter == 1'b0 ) ? 1'b1 : 1'b0;            
assign data_counter_out = data_counter;
assign wr_pointer_out = wr_pointer;
assign rd_pointer_out = rd_pointer;
always @ ( posedge clk or posedge reset )
begin: WRITE_POINTER
    if ( reset )                                    
    begin
        wr_pointer  <=  'd0;                        
        wr_full     <=  1'b0;                       
    end
    else 
    begin
        if ( wr_cs && wr_en && !full && (wr_pointer != RAM_DEPTH-1))
            wr_pointer  <=  wr_pointer + 'd1;  
        else 
        	wr_pointer 	<=	wr_pointer;
        if ( wr_pointer == RAM_DEPTH-1 )
            wr_full     <=  1'b1;  
        else
        	wr_full 	<=	wr_full;  
    end
end
always @ ( posedge clk or posedge reset )
begin: READ_POINTER
    if ( reset )
    begin
        rd_pointer  <=  'd0;    
    end
    else
    begin
        if ( rd_cs && rd_en && !empty && ( rd_pointer!=RAM_DEPTH-1 ) )   
            rd_pointer  <=  rd_pointer + 'd1;
        else 
        	rd_pointer 	<=	rd_pointer;      
    end
end
always @ ( posedge clk )
begin: DATA_WRITE
    if ( wr_cs && wr_en  && ( data_counter != RAM_DEPTH ) && !wr_full )
		memory[wr_pointer] <= data_in;
    else 
    	memory[wr_pointer] <= memory[wr_pointer]; 
end
always @ ( posedge clk )
begin: DATA_READ
    if ( rd_cs && rd_en ) 
        data_out <= memory[rd_pointer];
    else
        data_out <= 'hx; 
end
always @ ( posedge clk or posedge reset )
begin: DATA_COUNTER
    if ( reset )   
    begin
        data_counter    <=  'd0;
    end
    else
    begin
        if (!( wr_cs && wr_en ) && ( rd_cs && rd_en ) && !empty)           
            data_counter <= data_counter - 1;
        else if ( ( wr_cs && wr_en ) && ! ( rd_cs && rd_en ) && ( data_counter != RAM_DEPTH ) && !wr_full )     
            data_counter <= data_counter + 1;
        else
            data_counter <= data_counter;
    end
end
endmodule
### ./run.sh
#!/bin/bash
# OpenROAD 26Q1-2900-gdf79404cd8, Yosys 0.63+post, stock flow scripts
make -C /OpenROAD-flow-scripts/flow DESIGN_CONFIG=/design/flow/config.mk WORK_HOME=/design/flow/orfs finish
### ./config.mk
export PLATFORM = sky130hd
export DESIGN_NAME = non_circular_fifo_rev1
export DESIGN_NICKNAME = non_circular_fifo_rev1
export VERILOG_FILES = /design/flow/design.v
export SDC_FILE = /design/flow/constraint.sdc
export NUM_CORES = 4
export LEC_CHECK = 1
export CORE_UTILIZATION = 30
### ./constraint.sdc
current_design non_circular_fifo_rev1

set clk_period 2.5
set clk_io_pct 0.2

create_clock -name clk0 -period $clk_period [get_ports {clk}]

set non_clock_inputs [all_inputs -no_clocks]
set_input_delay [expr $clk_period * $clk_io_pct] -clock clk0 $non_clock_inputs
set_output_delay [expr $clk_period * $clk_io_pct] -clock clk0 [all_outputs]
==> impl_metrics.py <==
# Metrics from the implementation run
metrics = {
    "clock_network": {
        "cts_buffers": 5,
        "cts_root_buffer": "clkbuf_8",
        "holdBufCountCts": 0,
        "cts_buffer_depth": 2,
        "clkLatencyLatePin_ns": 0.29,
        "clk_pin_slew_ns": 0.08,
        "post_cts_buffers": 0,
        "ctsResizeCount": 0,
        "clock_sinks": 48,
        "h-tree-depth": 2,
        "cts_tree": "built",
    },
    "setup_path": {
        "r2r_cells": 6,
        "slowest_stage": "clkdlybuf4s50_1",
        "cp.arrival_ns": 2.27,
        "worstSetupPathType": "in2reg",
        "crit_required_ns": 2.68,
        "cp_max_fo": 3,
        "path_cells": "clkdlybuf4s50_1 > nand2_1 > or3b_4 > fa_1 > a21oi_1 > a2bb2oi_1 > xnor2_1",
        "cp_slowest_stage_delay_ns": 0.48,
        "critPathTopFamily": "simple AND/OR/NAND/NOR gates",
        "cp_num_buf_inv": 1,
        "endpoint_kind": "flip-flop",
        "critPathLaunchType": "input port",
        "cp.depth": 7,
    },
    "synthesis": {
        "synthXorXnorAreaFrac_pct": 1.94,
        "ys_ff": 48,
        "syn_area_per_cell_um2": 19.2,
        "aoi_share_pct": 1.94,
        "synth_top_cell_by_area": "edfxtp_1",
        "mux_share_pct": 11.1,
        "top_logic_kind": "multiplexers",
        "synth_seq_share_pct": 73.1,
        "ys_chip_area_mm2": 0.00181,
        "netlist_area_mm2": 0.00181,
        "ys_sh_simple_pct": 5.61,
        "ys_sh_adder_pct": 4.57,
        "ys_cells": 94,
        "synth_cell_types": 24,
        "synthCells": 94,
        "yosysWarnings": 1,
        "yosys-top-cells-area": "edfxtp_1, dfrtp_1, mux4_2, dfxtp_1, ha_1",
        "top_area_share_pct": 53.1,
    },
    "final_timing": {
        "finalHoldViolCount": 0,
        "layout_min_cycle_time_ns": 2.10,
        "clock_skew_ns": 0.00417,
        "worstMarginPinSlew_ns": 0.499,
        "slew_viol_final": 0,
        "fmax_ghz": 0.477,
        "period_used_pct": 83.9,
        "setup_viol": 0,
        "rsz0062_at_grt": "no",
        "setup_tns_ns": 0,
        "slew-limit-headroom_pct": 66.8,
    },
    "routing": {
        "drtIter0Drc": 21,
        "antenna_left": 0,
        "diodes": 0,
        "vias": 903,
        "wl_mm": 2.71,
        "viasPerCell": 4.45,
        "detail_route.wl_per_cell_um": 13.4,
        "drt-pass1-iter-count": 3,
        "route.detailed.drc": 0,
    },
    "finish": {
        "instances_no_fill": 203,
        "nFillCells": 487,
        "final_cell_area_mm2": 0.00231,
        "drive_gt1_share_pct": 20.6,
        "syn2layout_area_growth_pct": 28.0,
    },
    "floorplan": {
        "dieArea_mm2": 0.00634,
        "io_pins": 31,
        "row_count": 27,
        "core_area_mm2": 0.00564,
        "fp_util_pct": 32.0,
        "die_w_um": 79.6,
        "die-height_um": 79.6,
    },
    "power": {
        "power.density_mw_per_mm2": 984,
        "p_leak_nw": 0.822,
        "ir_drop_uv": 660,
    },
    "placed_design": {
        "finalWeightedCongestion": 0.735,
        "port_buffers": 30,
        "post-dp-hpwl_mm": 1.86,
        "dp_cells": 195,
        "placed_area_mm2": 0.00220,
    },
    "flow_run": {
        "warning_count": 28,
        "max_cap_viol_count": 0,
    },
    "grt": {
        "grt_pass1_wl_mm": 4.50,
        "grt_max_degree": 15,
        "grt_pass1_vias": 989,
        "grt_antenna_before_repair": 0,
        "overflow": 0,
        "grt_util_all_layers_pct": 9.98,
    },
    "min_path": {
        "hold_path_class": "in2async",
    },
    "outcome": {
        "outcome": "finished, final reports clean",
    },
}
==> area by class of cell <==
class | count | area (um2) | area share (%)
clock buffers | 6 | 82.6 | 3.57
flip-flops and latches | 48 | 1320 | 57.1
multi-input cells | 38 | 455 | 19.7
clock inverters | 2 | 33.8 | 1.46
inverters | 6 | 22.5 | 0.973
well taps | 72 | 90.1 | 3.89
repair buffers | 31 | 308 | 13.3
==> power by group <==
group / internal, W / total (W) / leakage (nW) / switching [W]
logic: 0.000447 / 0.000626 / 0.317 / 0.000179
registers: 0.000973 / 0.00109 / 0.446 / 0.000120
clock network: 0.000322 / 0.000557 / 0.0588 / 0.000235
total: 0.00174 / 0.00228 / 0.822 / 0.000534
==> logic make-up (layout without fill, tap and decap cells) <==
logic type	Yosys count	count (layout)
flops	48	48
simple gates	14	14
mux	10	10
buf+inv	8	45
fa+ha+maj	6	6
compound gates	4	4
xor+xnor	4	4
==> cell usage after synthesis (all sizes together) <==
| library cell | count |
|---|---|
| o21ai | 1 |
| mux2i | 1 |
| inv | 6 |
| fa | 1 |
| xor2 | 1 |
| dfxtp | 8 |
| nor3b | 1 |
| a21bo | 1 |
| mux2 | 1 |
| edfxtp | 32 |
| or2 | 1 |
| nor3 | 4 |
| a21oi | 1 |
| dfrtp | 8 |
| xnor2 | 3 |
| and2 | 4 |
| or3b | 1 |
| ha | 5 |
| mux4 | 8 |
| buf | 2 |
| a2bb2oi | 1 |
| nand2 | 3 |
==> worst register-to-register path: cells and delay by family, from the launching register on <==
kind / cells / cell delay, ns
and+or+nand+nor: 2 / 0.48
adders and majority gates: 1 / 0.39
AOI/OAI and AO/OA: 2 / 0.23
xor gates and xnor gates: 1 / 0.14
DFF: 1 / 0.44
==> layer usage <==
layer | vias to the layer above | wire length, um | global-route usage [%]
met4 | 0 | 17 | 1.09
li1 | 419 | - | -
met3 | 3 | 373 | 6.96
met1 | 429 | 1150 | 12.7
met5 | - | 0 | 0
met2 | 52 | 1170 | 14.9
==> path summary, 6_finish.rpt <==
kind | start | to | slack, ns
max | rd_en | data_counter[2] | 0.40
min | reset | wr_pointer[1] | 0.46
max reg2reg | data_counter[0] | data_counter[2] | 0.71
min reg2reg | wr_full | wr_full | 0.49
max in group asynchronous | reset | rd_pointer[0] | 1.80
min in group clk0 | wr_full | wr_full | 0.49
==> placed cells by master (no fill, tap or decap) <==
cell type / Yosys / final
ha_1: 5 / 5
a21oi_1: 1 / 1
a21bo_4: 1 / 1
clkbuf_8: 0 / 6
clkdlybuf4s50_1: 0 / 30
fa_1: 1 / 1
edfxtp_1: 32 / 32
buf_4: 0 / 1
inv_1: 6 / 6
xor2_1: 1 / 1
clkinv_1: 0 / 1
mux2i_1: 1 / 1
dfrtp_1: 8 / 8
nor3b_2: 1 / 1
mux2_2: 1 / 1
a2bb2oi_1: 1 / 1
or2_2: 1 / 1
dfxtp_1: 8 / 8
o21ai_0: 1 / 1
nand2_1: 3 / 3
bufinv_16: 0 / 1
xnor2_1: 3 / 3
nor3_2: 2 / 2
and2_2: 4 / 4
mux4_2: 8 / 8
nor3_1: 2 / 2
or3b_4: 1 / 1
==> state kept, by name, summed over array words and instances, names as in the netlist <==
register / cells
data_counter: 3
memory: 32
wr_pointer: 2
rd_pointer: 2
data_out: 8
wr_full: 1
==> stage by stage <==
step	hold slack, ns	setup WS (ns)	utilization, %	power, W
after detailed placement	0.471	0.0968	38.9	0.00175
after global routing	0.470	0.359	41.0	0.00242
after CTS	0.462	0.411	41.0	0.00231
after global placement	0.475	0.178	38.9	0.00174
after floorplan	0.316	0.701	-	0.00138
final	0.457	0.402	41.0	0.00228
Power and IR drop assume default switching activity.
